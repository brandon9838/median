[/design/flow/design.v]
module dut #(
    parameter N = 9
)(
    input           clk,
    input           rst,
    input           in_valid,
    input [7 :  0]  in,
    output reg      in_ready,
    output          out_ready,
    output[7 :  0]  out
);
function    [15 :0] swapper ;
    input   [7:0] a ;
    input   [7:0] b ;
    begin
        if (a>b)
            swapper={a,b};
        else
            swapper={b,a};
    end
endfunction
localparam IDLE=4'd0;
localparam INPUT_DATA=4'd1;
localparam CALC=4'd2;
genvar g;
reg     [2  :0] state;
reg     [2  :0] state_nxt;
reg     [7  :0] data[0:8];
reg     [7  :0] data_nxt_sel_0[0:8];
reg     [7  :0] data_nxt_swp_0[0:8];
reg     [7  :0] data_nxt_sel_1[0:8];
reg     [7  :0] data_nxt_swp_1[0:8];
reg     [7  :0] data_nxt_sel_2[0:8];
reg     [7  :0] data_nxt_swp_2[0:8];
reg     [7  :0] data_nxt[0:8];
reg     [3  :0] cnt_input;
reg     [3  :0] cnt_calc;
wire    [7  :0] probe_0;
wire    [7  :0] probe_1;
wire    [7  :0] probe_2;
wire    [7  :0] probe_3;
wire    [7  :0] probe_4;
wire    [7  :0] probe_5;
wire    [7  :0] probe_6;
wire    [7  :0] probe_7;
wire    [7  :0] probe_8;
assign probe_0 = data[0];
assign probe_1 = data[1];
assign probe_2 = data[2];
assign probe_3 = data[3];
assign probe_4 = data[4];
assign probe_5 = data[5];
assign probe_6 = data[6];
assign probe_7 = data[7];
assign probe_8 = data[8];
always@(*)begin
    state_nxt=state;
    if(state==IDLE)begin
        if(in_ready)
            state_nxt=INPUT_DATA;
    end
    else if(state==INPUT_DATA)begin
        if(cnt_input==9)
            state_nxt=CALC;
    end
    else if(state==CALC)begin
        if (out_ready)begin
            state_nxt=IDLE;
        end
    end 
end
always@(posedge clk or negedge rst)begin
    if(!rst)
        state<=IDLE;
    else
        state<=state_nxt;
end
always @(posedge clk or negedge rst) begin
    if(!rst)
        in_ready<=0;
    else begin
        if (state==IDLE)
            in_ready<=1;
        else if(in_valid)
            in_ready<=0;
    end
end
always @(posedge clk or negedge rst) begin
    if(!rst)
        cnt_input<=0;
    else begin
        if (in_valid)
            cnt_input<=cnt_input+1;
        else if(cnt_input==9)
            cnt_input<=0;
    end
end
always @(posedge clk or negedge rst) begin
    if(!rst)
        cnt_calc<=0;
    else begin
        if (state==CALC)
            cnt_calc<=cnt_calc+1;
        else if(cnt_calc>=3)
            cnt_calc<=0;
    end
end
generate
for(g=0;g<9;g=g+1)begin: data_sel_0
    always@(*)begin
        data_nxt_sel_0[g]=  (state!=CALC)   ?0:
                            (cnt_calc==0)   ?data[g]:
                            data[8-g];
    end
end
endgenerate
generate
for(g=0;g<4;g=g+1)begin: data_swp_0
    always@(*)begin
        {data_nxt_swp_0[2*g+1],data_nxt_swp_0[2*g]}=    swapper(data_nxt_sel_0[2*g+1],data_nxt_sel_0[2*g]);
    end
end
always@(*)begin
    data_nxt_swp_0[8]= data_nxt_sel_0[8];
end
endgenerate
generate
always@(*)begin
    data_nxt_sel_1[8]=  data_nxt_swp_0[8];
end
for(g=0;g<4;g=g+1)begin: data_sel_1
    always@(*)begin
        data_nxt_sel_1[2*g+0]=  (cnt_calc[0])? data_nxt_swp_0[2*g+1] : data_nxt_swp_0[2*g+0];
        data_nxt_sel_1[2*g+1]=  (cnt_calc[0])? data_nxt_swp_0[2*g+0] : data_nxt_swp_0[2*g+1];
    end
end
endgenerate
generate
for(g=0;g<4;g=g+1)begin: data_swp_1
    always@(*)begin
        {data_nxt_swp_1[2*g+2],data_nxt_swp_1[2*g+1]}=    swapper(data_nxt_sel_1[2*g+2],data_nxt_sel_1[2*g+1]);
    end
end
always@(*)begin
    data_nxt_swp_1[0]= data_nxt_sel_1[0];
end
endgenerate
generate
always@(*)begin
    data_nxt_sel_2[0]=  data_nxt_swp_1[0];
end
for(g=0;g<4;g=g+1)begin: data_sel_2
    always@(*)begin
        data_nxt_sel_2[2*g+1]=  (cnt_calc[0])? data_nxt_swp_1[2*g+2] : data_nxt_swp_1[2*g+1];
        data_nxt_sel_2[2*g+2]=  (cnt_calc[0])? data_nxt_swp_1[2*g+1] : data_nxt_swp_1[2*g+2];
    end
end
endgenerate
generate
for(g=0;g<4;g=g+1)begin: data_swp_2
    always@(*)begin
        {data_nxt_swp_2[2*g+1],data_nxt_swp_2[2*g]}=    swapper(data_nxt_sel_2[2*g+1],data_nxt_sel_2[2*g]);
    end
end
always@(*)begin
    data_nxt_swp_2[8]= data_nxt_sel_2[8];
end
endgenerate
generate
always@(*)begin
    data_nxt[8]=  data_nxt_swp_2[8];
end
for(g=0;g<4;g=g+1)begin: data_sel_3
    always@(*)begin
        data_nxt[2*g+0]=  (cnt_calc[0])? data_nxt_swp_2[2*g+1] : data_nxt_swp_2[2*g+0];
        data_nxt[2*g+1]=  (cnt_calc[0])? data_nxt_swp_2[2*g+0] : data_nxt_swp_2[2*g+1];
    end
end
endgenerate
generate
for(g=0;g<8;g=g+1)begin: data_reg
    always@(posedge clk or negedge rst)begin
        if(!rst)
            data[g]<=0;
        else begin
            if (in_valid)
                data[g]<=data[g+1];
            else if(state==CALC)
                data[g]<=data_nxt[g];
        end
    end
end
always@(posedge clk or negedge rst)begin
    if(!rst)
        data[8]<=0;
    else begin
        if (in_valid)
            data[8]<=in;
        else if(state==CALC)
            data[8]<=data_nxt[8];
    end
end
endgenerate
assign out_ready=(cnt_calc==3);
assign out=data[4];
endmodule
[/design/flow/run.sh]
#!/bin/bash
# OpenROAD 26Q1-2900-gdf79404cd8, Yosys 0.63+post, stock flow scripts
make -C /OpenROAD-flow-scripts/flow DESIGN_CONFIG=/design/flow/config.mk WORK_HOME=/design/flow/orfs finish
[/design/flow/config.mk]
export PLATFORM = sky130hd
export DESIGN_NAME = dut
export DESIGN_NICKNAME = dut
export VERILOG_FILES = /design/flow/design.v
export SDC_FILE = /design/flow/constraint.sdc
export NUM_CORES = 4
export LEC_CHECK = 1
export CORE_UTILIZATION = 40
[/design/flow/constraint.sdc]
current_design dut

set clk_period 18.9
set clk_io_pct 0.2

create_clock -name clk0 -period $clk_period [get_ports {clk}]

set non_clock_inputs [all_inputs -no_clocks]
set_input_delay [expr $clk_period * $clk_io_pct] -clock clk0 $non_clock_inputs
set_output_delay [expr $clk_period * $clk_io_pct] -clock clk0 [all_outputs]
==> notes.md <==
Summary of the current implementation state.

- The main area contributors are dfrtp_1, ha_1, mux2i_1.
- The sum of negative setup slack is 0 ns, for reference.
- Measured along the x axis, the die boundary spans 155.6 um.
- The number of enable flip-flop cells is 0, for reference.
- The number of clock buffers added by TritonCTS is 9.
- The flip-flop and latch count after synthesis is 84, for reference.
- The top cell type by total area after synthesis is dfrtp_1, for reference.
- The number of iterations in the first detailed-routing pass is 5, for reference.
- The cell count after synthesis came out at approximately 1200.
- For the worst-skew pair, the clock arrives at the later sink with an insertion delay of 0.36 ns.
- The clock input transition at the sequential cells of the worst setup and hold paths is 0.07 ns, for reference.
- Measured in cells, the most critical reg-to-reg path has a length of 39.
- The type of the tightest min-delay check is flop to flop, for reference.
- The initial detailed-routing violation count is 783, for reference.
- The count of distinct cell types in the synthesized netlist is 75, for reference.
- The area reported by Yosys stat is 9443 um2, for reference.
- Per the run summary, max-cap violations total 0.
- The critical path required time is 19.11 ns, for reference.
- The die covers around 24000 um2.
- After detailed routing, the average wire length per cell comes to 21.36 um.
- The final tally of max-slew violations is 0, for reference.
- Internal power comes to between 0.7 and 0.8 mW.
- The share of the synthesized area in the top cell type is 0.2200, for reference.
- The synthesized netlist was found by Yosys to have 1193 cells.
- The family with the most delay on the worst path is AND-OR/OR-AND gates, for reference.
- The worst slew slack as a fraction of its limit is 0.3821, for reference.
- The buffers inserted during post-CTS setup optimization is 0, for reference.
- The row count is 55, for reference.
- The run finished with clean final reports.
- Together, buffers and inverters on the worst path number 8.
- The effective utilization at floorplan is 0.4121, for reference.
- The global-route usage over all layers is 0.2716, for reference.
- The via count of the first global-routing pass is between 8000 and 9000.
- The critical path runs through a total of 39 cells.
- The total inserted antenna cells is 0, for reference.
- The number of gates given a new drive strength after cts is 0, for reference.
- Input and output buffers added on the ports amount to 20.
- The warning total across the stage logs is 27, for reference.
- By count the netlist is led by nand2_1, inv_1, ha_1.
- Per the timing report, the achievable frequency comes out to 101.8 MHz.
- The final hold violation count is 0, for reference.
- The power report puts the net switching power at 0.7952 mW.
- The routed via count is 8967, for reference.
- In this run the clock root is driven by a clkbuf_16.
- The wire length of the first global-routing pass is 48760 um, for reference.
- The detailed-route DRC error count is 0, for reference.
- Per the power-grid run, VDD falls by no more than between 0.1 and 0.15 mV.
- For reference, the most critical setup path is categorized as flop to flop.
- In the finished design, the share of the clock period the worst path needs comes to 0.5198.
- The global placement routability congestion is 0.9808, for reference.
- The startpoint identified for the worst hold timing path is cnt_input[2]$_DFFE_PN0P_.
- The largest individual stage delay along the critical path comes from the cell xnor2_1.
- The largest incremental delay on the critical path is 0.74 ns, for reference.
- TritonCTS built the clock tree.
- The count of filler cells inserted in the layout is 2282, for reference.
- For this run, the final setup violation count is recorded as 0.
- Per the timing report, the biggest fanout along the worst path comes to slightly below 70.
- The reported leakage power is around 4.7 nW, for reference.
- The pin count of the biggest net entering global routing is slightly below 70, for reference.
- The flip-flop count of the largest register, all copies and words added is ~70, for reference.
- The sort of element at the start of the critical path is a flop, for reference.
- The power consumption is about 1.5 mW, for reference.
- The data arrival time of the critical path is 10.04 ns, for reference.
- The share of synthesized registers carrying an async set or reset is 1.000, for reference.
- The cts-stage hold buffer count is 0, for reference.
- For this run, the register share of the synthesized area comes to 0.2227.
- The dominant register cell in the synthesized netlist is dfrtp_1, for reference.
- Per the detailed-route log, wirelength across all metal layers totals ~32000 um.
- The die height is 155.6 um, for reference.
- Of the total power, the share spent switching nets is 0.5131.
- The startpoint of the worst register-to-register path is cnt_calc[0]$_DFFE_PN0P_, for reference.
- The layout summary lists the proportion of cells stronger than drive strength 1 as 0.07430.
- The part of the total power dissipated in the clock network is 0.113, for reference.
- The number of antenna violations at the first check in global routing is 0, for reference.
- The sequential cell fraction of total power is 0.160, for reference.
- The vias per cell is 6.042, for reference.
- The endpoint class of the critical path is a flop, for reference.
- TritonCTS reports the number of clock sinks as around 84.
- The launch point of the critical path was reported as cnt_calc[0]$_DFFE_PN0P_.
- Among all cell types in the netlist, the one instantiated most often is nand2_1.
- The number of routed nets with antenna violations is 0, for reference.
- The most critical hold endpoint after final layout shows a slack of 0.5177 ns.
- The actual slew at the worst max-slew pin is ~0.92 ns, for reference.
- The number of I/O pins is 21, for reference.
- In this run the power density over the cells is 152.9 nW/um2.
- In this run the deepest clock path goes through 2 buffers.
- The placeable core region is approximately 23000 um2, for reference.
- The clock tree synthesis step divided the H-tree into 3 levels.
- The clock tree skew after final layout is 0.008993 ns, for reference.
- Setup repair after global routing left no endpoint under its margin.
- The worst path in the final design needs a cycle of 9.824 ns, including I/O delays and setup.
- After synthesis, the mean cell area works out to 7.915 um2.
- The global route stage reports its total congestion overflow as 0.
- In the hold timing report, the worst path depth is 1.
- The area of the mapped netlist is 9443 um2, for reference.
- The relative area change from synthesis to final layout is 7.327%, for reference.
- The half-perimeter wire length of the detailed placement result is approximately 23000 um, for reference.
- The logic gate share of total power is 0.727, for reference.
- The synthesis report lists the Yosys warning total as 9.
[logic make-up after synthesis]
group           count (synthesis)  share of synthesized area
compound gates                366                     0.2626
simple gates                  333                     0.1654
buf+inv                       178                    0.07367
mux                           117                     0.1287
fa+ha+maj                      93                     0.1230
flops                          84                     0.2227
xor+xnor                       22                    0.02398
[worst register-to-register path: cells and delay by family, from the launching register on]
kind,cells,cell delay [ns]
AND/OR/NAND/NOR,8,1.61
AND-OR/OR-AND,16,3.19
buffers and inverters,8,2.06
XOR/XNOR,2,0.83
flip-flops,1,0.32
multiplexers,1,0.45
adder cells (fa/ha/maj),4,1.22
[power groups by stage]
stage	sequential (mW)	clock (mW)	combinational [mW]
after global routing	0.250	0.185	1.25
final	0.248	0.175	1.13
after CTS	0.247	0.178	1.11
[metrics by stage]
step | utilization | instances | setup WS (ns) | cell area (um2)
after floorplan | - | 1193 | 9.464 | 9443
after global placement | 0.4302 | 1468 | 9.422 | 9858
after detailed placement | 0.4302 | 1468 | 9.354 | 9858
after CTS | 0.4423 | 1484 | 9.293 | 10130
after global routing | 0.4423 | 1484 | 8.283 | 10130
final | 0.4423 | 1484 | 9.076 | 10130
[per-layer routing]
| layer | track usage | share of wire | vias to the layer above |
|---|---|---|---|
| met5 | 0 | 0 | - |
| met4 | 0.08543 | 0.043 | 0 |
| met3 | 0.04017 | 0.069 | 74 |
| met2 | 0.4012 | 0.43 | 357 |
| met1 | 0.4129 | 0.46 | 4243 |
| li1 | - | - | 4293 |
[worst paths after layout]
kind | slack [ns] | endpoint
setup / recovery | 9.08 | data[0][3]$_DFFE_PN0P_
hold / removal | 0.52 | cnt_input[2]$_DFFE_PN0P_
setup reg to reg | 9.08 | data[0][3]$_DFFE_PN0P_
hold reg to reg | 0.52 | cnt_input[2]$_DFFE_PN0P_
max in group asynchronous | 14.43 | data[6][2]$_DFFE_PN0P_
min in group asynchronous | 3.41 | data[3][4]$_DFFE_PN0P_
[layout by cell type, fill, tap and decap left out, types with 8 or more instances in the layout]
cell             count
a211oi_1             9
a21o_1              24
a21oi_1             86
a221oi_1            12
a22oi_1             56
and2_1              14
buf_4               19
clkbuf_16            9
clkdlybuf4s50_1     18
dfrtp_1             83
ha_1                92
inv_1              101
mux2_2              32
mux2i_1             84
nand2_1            174
nand2b_1            17
nand3_1             23
nand4_1              8
nor2_1              42
nor2b_1             14
o21a_1               8
o21ai_0             75
o221ai_1            40
o22ai_1              8
xnor2_1             16
[final cells by class]
| type | instances | area [um2] | share of cell area |
|---|---|---|---|
| multi-input cells | 931 | 6654 | 0.6565 |
| inverters | 103 | 386.6 | 0.03815 |
| clock inverters | 6 | 47.55 | 0.004691 |
| flip-flops and latches | 84 | 2103 | 0.2075 |
| repair buffers | 37 | 322.8 | 0.03185 |
| clock buffers | 10 | 229.0 | 0.02259 |
| well taps | 313 | 391.6 | 0.03864 |
No activity file was given, so power comes from the tool's default toggle rates.
